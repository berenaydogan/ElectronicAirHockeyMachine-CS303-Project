[flow/constraint.sdc]
current_design hockey

set clk_period 3.1
set clk_io_pct 0.2

create_clock -name clk0 -period $clk_period [get_ports {clk}]

set non_clock_inputs [all_inputs -no_clocks]
set_input_delay [expr $clk_period * $clk_io_pct] -clock clk0 $non_clock_inputs
set_output_delay [expr $clk_period * $clk_io_pct] -clock clk0 [all_outputs]
[flow/run.sh]
#!/bin/bash
# OpenROAD 26Q1-2900-gdf79404cd8, Yosys 0.63+post, stock flow scripts
make -C /OpenROAD-flow-scripts/flow DESIGN_CONFIG=/design/flow/config.mk WORK_HOME=/design/flow/orfs finish
[flow/design.v]
module hockey(
input clk,
input rst,
input BTN_A,
input BTN_B,
input [1:0] DIR_A,
input [1:0] DIR_B,
input [2:0] Y_in_A,
input [2:0] Y_in_B,
output reg [2:0] X_COORD,
output reg [2:0] Y_COORD
);
reg turn;
reg [7:0] timer;
reg [1:0] dirY;
reg [2:0] scoreA;
reg [2:0] scoreB;
reg [3:0] cState;
parameter [3:0] IDLE = 4'b0000;
parameter [3:0] DISP = 4'b0001;
parameter [3:0] HIT_A = 4'b0010;
parameter [3:0] HIT_B = 4'b0011;
parameter [3:0] SEND_A = 4'b0100;
parameter [3:0] SEND_B = 4'b0101;
parameter [3:0] RESP_A = 4'b0110;
parameter [3:0] RESP_B = 4'b0111;
parameter [3:0] GOAL_A = 4'b1000;
parameter [3:0] GOAL_B = 4'b1001;
parameter [3:0] GAME_OVER = 4'b1010;
parameter [2:0] TWO_SECS = 3'd4;
always @(posedge clk or posedge rst)
begin
    if (rst) begin
        timer <= 0;
        dirY <= 0;
        scoreA <= 0;
        scoreB <= 0;
        X_COORD <= 0;
        Y_COORD <= 0;
        cState <= IDLE;
    end
    else 
    begin
        case (cState)
            IDLE:
            begin
                if (BTN_A == 0 && BTN_B == 1) 
                begin
                    turn <= 1;
                    cState <= DISP;
                end
                else if (BTN_A == 1 && BTN_B == 0) 
                begin
                    turn <= 0;
                    cState <= DISP;
                end
                else 
                begin
                    cState <= IDLE;
                end
            end
            DISP:
            begin
                if (timer < TWO_SECS) 
                begin
                    timer <= timer + 1;
                    cState <= DISP;
                end
                else 
                begin
                    timer <= 0;
                    if (turn == 1) 
                    begin
                        cState <= HIT_B;
                    end
                    else 
                    begin
                        cState <= HIT_A;
                    end
                end
            end
            HIT_A:
            begin
                if (BTN_A && (Y_in_A < 5))
                begin
                    X_COORD <= 0;
                    Y_COORD <= Y_in_A;
                    dirY <= DIR_A;
                    cState <= SEND_B;
                end
                else
                begin
                    cState <= HIT_A;
                end
            end
            HIT_B:
            begin
                if (BTN_B && (Y_in_B < 5))
                begin
                    X_COORD <= 4;
                    Y_COORD <= Y_in_B;
                    dirY <= DIR_B;
                    cState <= SEND_A;
                end
                else
                begin
                    cState <= HIT_B;
                end
            end
            SEND_A:
            begin
                if (timer < TWO_SECS) 
                begin
                    timer <= timer + 1;
                    cState <= SEND_A;
                end
                else
                begin
                    timer <= 0;
                    case (dirY)
                    2'b00:
                        if (X_COORD > 1)
                        begin
                            X_COORD <= X_COORD - 1;
                            cState <= SEND_A;
                        end
                        else
                        begin
                            X_COORD <= 0;
                            cState <= RESP_A;
                        end
                    2'b01:
                    begin
                        if (Y_COORD == 4)
                        begin
                            dirY <= 2'b10;
                            Y_COORD <= Y_COORD - 1;
                            if (X_COORD > 1)
                            begin
                                X_COORD <= X_COORD - 1;
                                cState <= SEND_A;
                            end
                            else
                            begin
                                X_COORD <= 0;
                                cState <= RESP_A;
                            end
                        end
                        else 
                        begin
                            Y_COORD <= Y_COORD + 1;
                            if (X_COORD > 1)
                            begin
                                X_COORD <= X_COORD - 1;
                                cState <= SEND_A;
                            end
                            else
                            begin
                                X_COORD <= 0;
                                cState <= RESP_A;
                            end
                        end
                    end
                    2'b10:
                    begin
                        if (Y_COORD == 0)
                        begin
                            dirY <= 2'b01;
                            Y_COORD <= Y_COORD + 1;
                            if (X_COORD > 1)
                            begin
                                X_COORD <= X_COORD - 1;
                                cState <= SEND_A;
                            end
                            else
                            begin
                                X_COORD <= 0;
                                cState <= RESP_A;
                            end
                        end
                        else 
                        begin
                            Y_COORD <= Y_COORD - 1;
                            if (X_COORD > 1)
                            begin
                                X_COORD <= X_COORD - 1;
                                cState <= SEND_A;
                            end
                            else
                            begin
                                X_COORD <= 0;
                                cState <= RESP_A;
                            end
                        end
                    end
                    default:
                    begin
                        cState <= SEND_A;
                    end
                    endcase
                end
            end
            SEND_B:
            begin
                if (timer < TWO_SECS) 
                begin
                    timer <= timer + 1;
                    cState <= SEND_B;
                end
                else
                begin
                    timer <= 0;
                    case (dirY)
                    2'b00:
                        if (X_COORD < 3)
                        begin
                            X_COORD <= X_COORD + 1;
                            cState <= SEND_B;
                        end
                        else
                        begin
                            X_COORD <= 4;
                            cState <= RESP_B;
                        end
                    2'b01:
                    begin
                        if (Y_COORD == 4)
                        begin
                            dirY <= 2'b10;
                            Y_COORD <= Y_COORD - 1;
                            if (X_COORD < 3)
                            begin
                                X_COORD <= X_COORD + 1;
                                cState <= SEND_B;
                            end
                            else
                            begin
                                X_COORD <= 4;
                                cState <= RESP_B;
                            end
                        end
                        else 
                        begin
                            Y_COORD <= Y_COORD + 1;
                            if (X_COORD < 3)
                            begin
                                X_COORD <= X_COORD + 1;
                                cState <= SEND_B;
                            end
                            else
                            begin
                                X_COORD <= 4;
                                cState <= RESP_B;
                            end
                        end
                    end
                    2'b10:
                    begin
                        if (Y_COORD == 0)
                        begin
                            dirY <= 2'b01;
                            Y_COORD <= Y_COORD + 1;
                            if (X_COORD < 3)
                            begin
                                X_COORD <= X_COORD + 1;
                                cState <= SEND_B;
                            end
                            else
                            begin
                                X_COORD <= 4;
                                cState <= RESP_B;
                            end
                        end
                        else 
                        begin
                            Y_COORD <= Y_COORD - 1;
                            if (X_COORD < 3)
                            begin
                                X_COORD <= X_COORD + 1;
                                cState <= SEND_B;
                            end
                            else
                            begin
                                X_COORD <= 4;
                                cState <= RESP_B;
                            end
                        end
                    end
                    default:
                    begin
                        cState <= SEND_B;
                    end
                    endcase
                end
            end
            RESP_A:
            begin
                if (timer < TWO_SECS) 
                begin
                    if (BTN_A && (Y_COORD == Y_in_A))
                    begin
                        X_COORD <= 1;
                        timer <= 0;
                        case (DIR_A)
                            2'b00:
                            begin
                                dirY <= DIR_A;
                                cState <= SEND_B;
                            end
                            2'b01:
                            begin
                                if (Y_COORD == 4)
                                begin
                                    dirY <= 2'b10;
                                    Y_COORD <= Y_COORD - 1;
                                    cState <= SEND_B;
                                end
                                else
                                begin
                                    dirY <= DIR_A;
                                    Y_COORD <= Y_COORD + 1;
                                    cState <= SEND_B;
                                end
                            end
                            2'b10:
                            begin
                                if (Y_COORD == 0)
                                begin
                                    dirY <= 2'b01;
                                    Y_COORD <= Y_COORD + 1;
                                    cState <= SEND_B;
                                end
                                else
                                begin
                                    dirY <= DIR_A;
                                    Y_COORD <= Y_COORD - 1;
                                    cState <= SEND_B;
                                end
                            end
                            default:
                            begin
                                cState <= RESP_A;
                            end
                        endcase
                    end
                    else 
                    begin
                        timer <= timer + 1;
                        cState <= RESP_A;
                    end
                end
                else
                begin
                    timer <= 0;
                    scoreB <= scoreB + 1;
                    cState <= GOAL_B;
                end
            end
            RESP_B:
            begin
                if (timer < TWO_SECS) 
                begin
                    if (BTN_B && (Y_COORD == Y_in_B))
                    begin
                        X_COORD <= 3;
                        timer <= 0;
                        case (DIR_B)
                            2'b00:
                            begin
                                dirY <= DIR_B;
                                cState <= SEND_A;
                            end
                            2'b01:
                            begin
                                if (Y_COORD == 4)
                                begin
                                    dirY <= 2'b10;
                                    Y_COORD <= Y_COORD - 1;
                                    cState <= SEND_A;
                                end
                                else
                                begin
                                    dirY <= DIR_B;
                                    Y_COORD <= Y_COORD + 1;
                                    cState <= SEND_A;
                                end
                            end
                            2'b10:
                            begin
                                if (Y_COORD == 0)
                                begin
                                    dirY <= 2'b01;
                                    Y_COORD <= Y_COORD + 1;
                                    cState <= SEND_A;
                                end
                                else
                                begin
                                    dirY <= DIR_B;
                                    Y_COORD <= Y_COORD - 1;
                                    cState <= SEND_A;
                                end
                            end
                            default:
                            begin
                                cState <= RESP_B;
                            end
                        endcase
                    end
                    else 
                    begin
                        timer <= timer + 1;
                        cState <= RESP_B;
                    end
                end
                else
                begin
                    timer <= 0;
                    scoreA <= scoreA + 1;
                    cState <= GOAL_A;
                end
            end
            GOAL_A:
            begin
                if (timer < TWO_SECS) 
                begin
                    timer <= timer + 1;
                    cState <= GOAL_A;
                end
                else
                begin
                    timer <= 0;
                    if (scoreA == 3)
                    begin
                        turn <= 0;
                        cState <= GAME_OVER;
                    end
                    else
                    begin
                        cState <= HIT_B;
                    end
                end
            end
            GOAL_B:
            begin
                if (timer < TWO_SECS) 
                begin
                    timer <= timer + 1;
                    cState <= GOAL_B;
                end
                else
                begin
                    timer <= 0;
                    if (scoreB == 3)
                    begin
                        turn <= 1;
                        cState <= GAME_OVER;
                    end
                    else
                    begin
                        cState <= HIT_A;
                    end
                end
            end
            GAME_OVER:
            begin
                cState <= GAME_OVER;
            end
            default:
            begin
                cState <= IDLE;
            end
        endcase
    end
end
endmodule
[flow/config.mk]
export PLATFORM = sky130hd
export DESIGN_NAME = hockey
export DESIGN_NICKNAME = hockey
export VERILOG_FILES = /design/flow/design.v
export SDC_FILE = /design/flow/constraint.sdc
export NUM_CORES = 4
export LEC_CHECK = 1
export CORE_UTILIZATION = 50
==> flow_summary.yaml <==
# generated from flow reports
critical_path:
  cpPeakStageDelay_ns: 0.58
  worst_setup_path_end_kind: "register"
  critPathArrivalTime_ns: 2.75
  slowest_stage: "clkdlybuf4s50_1"
  required_ns: 3.26
  endpoint: "Y_COORD[2]"
  startpoint_type: "primary input"
  r2r_setup_slack_ns: 0.84
  critical_path_class: "primary input to register"
  r2r_end: "Y_COORD[2]"
  crit_path_max_fanout: 6
  reg2reg_depth: 6
  startpoint: "BTN_B"
  crit_path_cell_trace: "clkdlybuf4s50_1 > or3b_1 > and3_4 > o31ai_4 > nand4_2 > nor2_1 > mux2_2"
  reg2reg_from: "Y_COORD[2]"
drt:
  vias: 1996
  first_pass_iters: 4
  first_iter_violations: 123
  wl_per_cell_um: 15.5
  antenna_cells: 0
  drc: 0
  viasPerCell: 5.82
  ant_nets: 0
  routed_wl_um: 5330
job:
  openroad.warnings: 37
  maxCapViolCount: 0
final_layout:
  drive_gt1_share_pct: 8.93
  nFillCells: 385
  area_delta_synth_final_pct: 13.9
  seq_area_um2: 832
  final_area_um2: 2710
  logic_area_um2: 1430
clocking:
  clk_pin_slew_ns: 0.07
  cts.hold.buffers_added: 0
  clk_path_buf_depth: 2
  cts_resized: 0
  cts_setup_buffers: 0
  cts_tree: "built"
  cts_inserted_buffers: 5
  clk_latency_ns: 0.28
  cts.sink_count: 33
  cts_htree_levels: 2
  cts_root_buf: "clkbuf_8"
logic_synthesis:
  area_leaders: "dfrtp_1, ha_1, o21ai_0, nor2_1, xnor2_1"
  synth_warnings: 1
  synth.avg_cell_area_um2: 8.83
  yosysTopAreaCell: "dfrtp_1"
  ys.flop_type: "dfrtp_1"
  synth_seq_share_pct: 34.9
  edf_count: 1
  ys_types: 57
  ys_area_um2: 2380
  asyncSetResetFlopFracSynth_pct: 97.0
  netlist_instances: 270
  netlist_area_um2: 2380
  top_cell_area_share_pct: 32.5
  synth_flops: 33
  ys_cells: 270
sta:
  fmax_mhz: 385
  tightestPinTransition_ns: 0.590
  rsz0062_at_grt: "false"
  drv_slew: 0
  finalHoldViolations: 0
  tns_ns: 0
  setup_viol: 0
  finalClockPeriodUsage_pct: 83.7
  clock_skew_ns: 0.00838
  max-slew-margin-rel_pct: 60.6
  period_minus_slack_ns: 2.60
floorplan:
  dieArea_um2: 5050
  fp.dieW_um: 71.0
  rows: 24
  pin_count: 20
  fp_util_pct: 53.3
  core_area_um2: 4470
  die_h_um: 71.0
pwr:
  p_total_mw: 2.69
  ir_drop_uv: 650
  power.density_nw_per_um2: 992
  p_leak_nw: 1.20
global_route:
  grt_pass1_wl_um: 9090
  grt_pass1_vias: 1911
  grt_overflow: 0
  grtUsageTotal_pct: 23.5
  grt_start_max_net_pins: 18
  antenna_found_initial: 0
placed_design:
  gp_congestion: 0.903
  place_hpwl_um: 3980
  portBuffers: 19
  post_dp_cell_area_um2: 2620
min_path:
  hold_class: "register to register"
run_status:
  status: "complete, no violations"
==> synth_stat cells, types with 3 or more instances <==
cell type	count
a211oi_1	4
a21oi_1	12
a22oi_1	5
clkbuf_1	5
dfrtp_1	31
ha_1	21
inv_1	23
mux2_2	5
mux2i_1	3
nand2_1	23
nand2b_1	3
nand3_1	16
nor2_1	24
nor2b_1	5
o21ai_0	22
o22ai_1	3
xnor2_1	10
==> worst min path at each step <==
stage     cells past startpoint         to       from  slack [ns]
4_1_cts                       1  scoreA[0]  scoreA[0]        0.48
5_1_grt                       1  scoreA[0]  scoreA[0]        0.49
6_report                      2  scoreB[2]  scoreB[2]        0.48
==> sequential cells by signal (all words and copies together) (netlist names), named ones only <==
| signal | flops |
|---|---|
| timer | 8 |
| dirY | 2 |
| turn | 1 |
| scoreB | 3 |
| Y_COORD | 3 |
| scoreA | 3 |
| cState | 8 |
| X_COORD | 3 |
==> cell families (layout without fill, tap and decap cells) <==
kind of cell / after synthesis / in the layout / share of synthesized area [%]
AND-OR/OR-AND: 75 / 75 / 21.4
XOR/XNOR: 11 / 11 / 4.04
adder cells (fa/ha/maj): 21 / 21 / 11.0
buffers and inverters: 31 / 52 / 5.04
flip-flops: 33 / 33 / 34.9
multiplexers: 8 / 8 / 3.62
AND/OR/NAND/NOR: 91 / 91 / 19.9
==> routing by layer <==
metal | track usage (%) | wire length, µm
met1 | 37.8 | 2690
met2 | 36.6 | 2360
met3 | 3.61 | 206
met4 | 2.00 | 68
met5 | 0 | 0
==> per-stage QoR <==
| step | hold slack (ns) | setup slack [ns] | cells | util (%) |
|---|---|---|---|---|
| 4_1_cts | 0.484 | 0.527 | 343 | 60.7 |
| 3_3_place_gp | 0.465 | 0.300 | 335 | 58.6 |
| 5_1_grt | 0.492 | 0.397 | 343 | 60.7 |
| 6_report | 0.479 | 0.504 | 343 | 60.7 |
| 3_5_place_dp | 0.470 | 0.235 | 335 | 58.6 |
| 2_1_floorplan | 0.450 | 0.930 | 270 | - |
==> worst max-delay path, delay by kind of cell <==
family                 cells  cell delay (ns)
and+or+nand+nor            4             0.99
buffers and inverters      1             0.58
muxes                      1             0.37
AOI/OAI and AO/OA          1             0.20
==> cells in the final DEF, fill, tap and decap left out, types with 2 or more instances in the layout <==
| cell | instances |
|---|---|
| nor2_1 | 24 |
| a211oi_1 | 4 |
| o211ai_1 | 2 |
| and3_1 | 2 |
| and2_1 | 2 |
| o22ai_1 | 3 |
| ha_1 | 21 |
| nand2_1 | 23 |
| o311ai_0 | 2 |
| o2bb2ai_1 | 2 |
| o21ai_0 | 22 |
| nor2b_1 | 5 |
| xnor2_1 | 10 |
| nor3_1 | 2 |
| a31oi_1 | 2 |
| mux2_2 | 5 |
| o21a_1 | 2 |
| clkbuf_8 | 6 |
| a21o_1 | 2 |
| clkdlybuf4s50_1 | 19 |
| a21oi_1 | 12 |
| a21boi_0 | 2 |
| or4_4 | 2 |
| o21bai_1 | 2 |
| nand3_1 | 16 |
| mux2i_1 | 3 |
| nand2b_1 | 3 |
| dfrtp_1 | 31 |
| o22a_1 | 2 |
| inv_1 | 23 |
| buf_4 | 2 |
| a22oi_1 | 5 |
| nand4_1 | 2 |
==> power breakdown <==
group          internal, mW  switching, mW  total [mW]  leakage [nW]
Combinational         0.711          0.802        1.51         0.739
Clock                 0.180          0.153       0.333        0.0445
Sequential            0.599          0.247       0.846         0.415
Total                  1.49           1.20        2.69          1.20
==> cell type report <==
class | instances | area share, %
multi-input combinational | 206 | 52.7
sequential | 33 | 30.7
timing repair buffer | 21 | 7.56
clock buffer | 7 | 3.18
inverter | 23 | 3.18
tap | 52 | 2.40
clock inverter | 1 | 0.277
Power figures rest on the tool's default switching activity, not on a simulated workload.
